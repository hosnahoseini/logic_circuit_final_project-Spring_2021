==> flow/design.v <==
`timescale 1 ns/1 ns
module temperatureCalculator(
	factoryBaseTemp,
	factoryTempCoef,
	tempSensorValue,
	temperature);
	input [4:0] factoryBaseTemp;
	input [3:0] factoryTempCoef;
	input [3:0] tempSensorValue;
	output [7:0] temperature;
	wire [7:0]p;
	wire [7:0]p_in;
	wire cout;
	multiplier4x4 MUL(tempSensorValue, factoryTempCoef, p);
	adder_8bit AD8B ({3'b000,factoryBaseTemp}, {3'b000, p[7:3]}, temperature, cout);
endmodule
module multiplier4x4(input [3:0] A ,
							  input [3:0] B ,
							  output [7:0] P);
	wire [3:0] d,e,c;
	wire cout;
	assign P[0] = A[0] & B[0];
	adder_4bit AD1({A[3] & B[1], A[2] & B[1], A[1] & B[1], A[0] & B[1]},
						{0, A[3] & B[0], A[2] & B[0], A[1] & B[0]},{d, P[1]});
	adder_4bit AD2(d,{A[3] & B[2], A[2] & B[2], A[1] & B[2], A[0] & B[2]},{e, P[2]});
	adder_4bit AD3(e,{A[3] & B[3], A[2] & B[3], A[1] & B[3], A[0] & B[3]},{cout,P[7:3]});
endmodule
module adder_4bit (
	input [3:0] A ,
	input [3:0] B ,
	output [4:0] S 
);
	wire [3:0] c;
	full_adder AD0 (A[0], B[0], 0, S[0], c[0]);
	full_adder AD1 (A[1], B[1], c[0],S[1], c[1]);
	full_adder AD2 (A[2], B[2], c[1],S[2], c[2]);
	full_adder AD3 (A[3], B[3], c[2],S[3], c[3]);
	assign S[4] = c[3];
endmodule
module adder_8bit (
	input [7:0] A ,
	input [7:0] B ,
	output [7:0] S ,
	output cout
);
	wire [6:0] c;
	full_adder AD0 (A[0], B[0], 0, S[0], c[0]);
	full_adder AD1 (A[1], B[1], c[0],S[1], c[1]);
	full_adder AD2 (A[2], B[2], c[1],S[2], c[2]);
	full_adder AD3 (A[3], B[3], c[2],S[3], c[3]);
	full_adder AD4 (A[4], B[4], c[3],S[4], c[4]);
	full_adder AD5 (A[5], B[5], c[4],S[5], c[5]);
	full_adder AD6 (A[6], B[6], c[5],S[6], c[6]);
	full_adder AD7 (A[7], B[7], c[6],S[7], cout);
endmodule
module full_adder (
	input a ,
	input b ,
	input ci ,
	output s ,
	output co
);
	wire ab, bci, aci;
	and g1(ab, a, b);
	and g2(bci, b, ci);
	and g3(aci, a, ci);
	or g4(co, ab, bci, aci);
	xor g5(s, a, b, ci);
endmodule
==> flow/run.sh <==
#!/bin/bash
# OpenROAD 26Q1-2900-gdf79404cd8, Yosys 0.63+post, stock flow scripts
make -C /OpenROAD-flow-scripts/flow DESIGN_CONFIG=/design/flow/config.mk WORK_HOME=/design/flow/orfs finish
==> flow/config.mk <==
export PLATFORM = sky130hd
export DESIGN_NAME = temperatureCalculator
export DESIGN_NICKNAME = temperatureCalculator
export VERILOG_FILES = /design/flow/design.v
export SDC_FILE = /design/flow/constraint.sdc
export NUM_CORES = 4
export LEC_CHECK = 1
export CORE_AREA = 10 10 70 70
export DIE_AREA = 0 0 80 80
==> flow/constraint.sdc <==
current_design temperatureCalculator

set clk_period 7.3
set clk_io_pct 0.2

create_clock -name clk0 -period $clk_period

set non_clock_inputs [all_inputs -no_clocks]
set_input_delay [expr $clk_period * $clk_io_pct] -clock clk0 $non_clock_inputs
set_output_delay [expr $clk_period * $clk_io_pct] -clock clk0 [all_outputs]
==> reports/metrics.cfg <==
[final_layout]
register_area_um2=0
layout_top_cell=inv_1
area_growth_pct=47.5
combGateArea_um2=374
final_cells=117
drive_gt1_frac=0.225
nClkBuffers=0
fillers=403
ff_count=0
final_cell_mix=13 x inv_1, 12 x clkdlybuf4s50_1, 7 x nand2_1, 7 x fa_2, 6 x dlygate4sd2_1

[route]
drt_iter0_drc=0
drt-met1-wl_um=442
wl_met2_um=398
drt-total-wl_um=924
antenna_left=0
vias=345
routedWlPerCell_um=7.90
antennaDiodeCount=0
first_pass_iters=1
top_layer_used=met3
vias_per_cell=2.95
drc=0
wl_met3_um=83

[global_routing]
grt_pass1_vias=391
grt_pass1_wl_um=1830
antenna_found_initial=0
grt_max_degree=5
gr-total-overflow=0
grtUsageTotal=0.0340

[synth]
muxShareOfSynthArea=0
top_logic_kind=adder cells
synth_cell_types=9
ys_area_um2=477
ys_sh_xor=0
synthAdderAreaFrac=0.583
compound_area_frac=0
netlist_area_um2=477
syn_area_per_cell_um2=8.67
ys_sh_simple=0.150
synthCells=55
yosysWarnings=4
synth_seq_share=0
ys_cells=55

[timing]
rsz0062_at_grt=true
setup_viol=0
final-hold-violation-count=0
whs_ps=3670
final.setup.worst_slack_ps=114
maxSlewViolCount=0
layout_min_cycle_time_ps=7190
fin_crit_sh=0.984
fmax_ghz=0.139

[placement]
io_buffers=19
dpl.cell_count=117
hpwlAfterDp_um=910
place.gp.congestion=0.723
place_ws_ps=-531

[critical_path]
cp-startpoint=tempSensorValue[0]
cp.arrival_ps=5730
critPathMostFrequentCell=fa_2
crit_slowest_cell=fa_2
path_max_fanout=3
start_kind=input pin
critical_path_buf_inv_count=7
cp-endpoint=temperature[3]
cp.required_ps=5840
critPathTopFamily=adder cells
path_class=in -> out
cp-end-kind=output port
critPathMaxStageDelay_ps=520
path_cells=dlygate4sd2_1 -> nand4_1 -> fa_2 -> inv_1 -> fa_1 -> inv_2 -> fa_1 -> inv_2 -> fa_2 -> inv_2 -> fa_2 -> fa_2 -> fa_2 -> fa_2 -> inv_1 -> clkdlybuf4s50_1
cp.depth=16

[pwr]
powerDensity_nw_per_um2=108
p_leak_nw=0.321
peakVddDrop_uv=24.9

[cts]
cts_setup_buffers=0
cts_hold_buf=0

[floorplan]
chipArea_um2=6400
die_w_um=80
ioPinCount=21
initial_utilization=0.140
die_h_um=80
fp.coreArea_um2=3420
num_rows=21

[hold_path]
min_path_type=in -> out

[status]
status=finished clean

[run]
cap_violations=0
warning_count=33

repair_timing:
action	4_1_cts	5_1_grt
gates resized	17	3
endpoints found under the setup margin	3	2
pin swaps	12	7
Yosys cell counts:
cell / n / area, um2
inv_1: 17 / 63.8
fa_1: 12 / 240
buf_4: 8 / 60.1
nand2_1: 7 / 26.3
and2_1: 5 / 31.3
ha_1: 3 / 37.5
conb_1: 1 / 3.75
nand3b_1: 1 / 7.51
nand4_1: 1 / 6.26
layout make-up:
type,count,share of cell area
timing repair buffer,23,0.295
tap,46,0.0819
inverter,17,0.0907
multi-input combinational,31,0.532
cell families (layout without fill, tap and decap cells):
logic type	count (synthesis)	count (layout)
buffers and inverters	25	40
adder cells (fa/ha/maj)	15	15
AND/OR/NAND/NOR	14	14
other	1	2
through the flow:
| stage | setup TNS (ps) | power (mW) | area, um2 | util |
|---|---|---|---|---|
| finish | 0 | 0.0757 | 703 | 0.206 |
| global route | -27.9 | 0.0934 | 703 | 0.206 |
| CTS | 0 | 0.0798 | 708 | 0.207 |
| detailed placement | -1090 | 0.0784 | 698 | 0.204 |
| global placement | -1010 | 0.0790 | 698 | 0.204 |
| floorplan | 0 | 0.0513 | 480 | - |
routing by layer:
metal	up-vias	track usage
li1	175	-
met1	157	0.0529
met2	13	0.0465
met3	0	0.0114
met4	0	0
met5	-	0
power breakdown:
group | leakage (nW) | internal (mW) | switching (mW)
combinational | 0.321 | 0.0482 | 0.0275
sequential | 0 | 0 | 0
clock | 0 | 0 | 0
worst min-delay path by stage:
stage | start | to | slack, ps | cells past startpoint
final | factoryBaseTemp[4] | temperature[4] | 3670 | 3
after global routing | factoryBaseTemp[4] | temperature[4] | 3710 | 3
after CTS | factoryBaseTemp[4] | temperature[4] | 3770 | 3
Power figures rest on the tool's default switching activity, not on a simulated workload.
