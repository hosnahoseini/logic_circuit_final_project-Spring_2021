--- design/flow/config.mk ---
export PLATFORM = sky130hd
export DESIGN_NAME = fallingDetector
export DESIGN_NICKNAME = fallingDetector
export VERILOG_FILES = /design/flow/design.v
export SDC_FILE = /design/flow/constraint.sdc
export NUM_CORES = 4
export LEC_CHECK = 1
export CORE_AREA = 10 10 70 70
export DIE_AREA = 0 0 80 80
--- design/flow/constraint.sdc ---
current_design fallingDetector

set clk_period 1.4
set clk_io_pct 0.2

create_clock -name clk0 -period $clk_period

set non_clock_inputs [all_inputs -no_clocks]
set_input_delay [expr $clk_period * $clk_io_pct] -clock clk0 $non_clock_inputs
set_output_delay [expr $clk_period * $clk_io_pct] -clock clk0 [all_outputs]
--- design/flow/design.v ---
`timescale 1 ns/1 ns
module fallingDetector(
	fdSensorValue,
	fdFactoryValue,
	fallDetected);
	input [7:0] fdSensorValue;
	input [7:0] fdFactoryValue;
	output fallDetected;
	wire eq, gt, lt;
	comparator8 CMP(fdSensorValue, fdFactoryValue, 0, 1, 0, lt, eq, gt);
	assign fallDetected = eq | gt;
endmodule
module comparator8 (
	input [7:0] A ,
	input [7:0] B ,
	input l ,
	input e ,
	input g ,
	output lt ,
	output et ,
	output gt
);
	wire [1:0]lout;
	wire [1:0]eout;
	wire [1:0]gout;
	comparator3 c1(A[2:0], B[2:0], l, e, g, lout[0], eout[0], gout[0]);
	comparator3 c2(A[5:3], B[5:3], lout[0], eout[0], gout[0], lout[1], eout[1], gout[1]);
	wire [2:0]newB = {1, B[7], B[6]};
	wire [2:0]newA = {1, A[7], A[6]};
	comparator3 c3(newA, newB, lout[1], eout[1], gout[1], lt, et, gt);
endmodule
module comparator3 (
	input [2:0] A ,
	input [2:0] B ,
	input l ,
	input e ,
	input g ,
	output lt ,
	output et ,
	output gt
);
	wire [2:0] xors;
	wire equal, greater, less;
	assign xors = {~(A[2] ^ B[2]), ~(A[1] ^ B[1]), ~(A[0] ^ B[0])};
	assign equal = xors[0] & xors[1] & xors[2];
	assign greater = (A[2] & (~B[2])) | (xors[2] & A[1] & (~B[1])) | (xors[2] & xors[1] & A[0] & (~B[0]));
	assign less = (B[2] & (~A[2])) | (xors[2] & B[1] & (~A[1])) | (xors[2] & xors[1] & B[0] & (~A[0]));
	assign gt = greater | (g & equal);
	assign lt = less | (l & equal);
	assign et = equal & e;
endmodule
--- design/flow/run.sh ---
#!/bin/bash
# OpenROAD 26Q1-2900-gdf79404cd8, Yosys 0.63+post, stock flow scripts
make -C /OpenROAD-flow-scripts/flow DESIGN_CONFIG=/design/flow/config.mk WORK_HOME=/design/flow/orfs finish
==> results.yml <==
# implementation run metrics
yosys:
  synthesis.area_um2: 166
  synth_top_cell_by_count: "inv_1"
  simple_gate_area_frac: 0.226
  ys_types: 13
  aoi_share: 0.218
  adder_share: 0.286
  synth_warnings: 3
  yosys_area_um2: 166
  syn-mean-instance-area_um2: 7.56
  yosys.area_share.xor_xnor: 0.158
  synth.top_cell.area_share: 0.226
  yosysSeqAreaShare: 0
  area_leaders: "ha_1, xnor2_1, inv_1, a221oi_2, nand2b_1"
  logic_family: "adder cells"
  ys_sh_mux: 0
  largest_area_cell: "ha_1"
  synthCells: 22
  yosys-top-cells-count: "inv_1, ha_1, xnor2_1"
  ys_cells: 22
finish:
  drive_above_1_share: 0.317
  final_cell_area_um2: 469
  fin_cells: 87
  area_growth_pct: 182
  num-fill-cells: 398
  regArea_um2: 0
  n_clock_buffer: 0
  postLayoutCoreUtil: 0.137
  numSequentialCells: 0
clocking:
  post_cts_buffers: 0
  cts_hold_buf: 0
timing:
  fin_crit_sh: 1.31
  period_minus_slack_ns: 1.83
  hold_violations: 0
  drv_slew: 0
  post-route-worst-setup-slack_ns: -0.430
  setup_viol: 1
  max_slew_margin: 0.877
  rsz0062_at_grt: "yes"
  tightestPinTransition_ns: 0.184
  fmax_mhz: 547
worst_setup_path:
  crit_path_start_kind: "input pin"
  crit_path_end_kind: "output port"
  critPathMaxFanout: 2
  path_class: "in -> out"
  cp.arrival_ns: 1.55
  cp.required_ns: 1.12
floorplanning:
  floorplan.core_util: 0.0487
  core_um2: 3420
  die_y_um: 80
  io_pins: 17
  rows: 21
  die_x_um: 80
  die-area_um2: 6400
placement:
  port_buffers: 17
  place_ws_ns: -1.30
  numPlacedInstances: 87
  placed_area_um2: 434
  dp_hpwl_um: 639
  place_congestion: 0.835
power:
  powerDensity_nw_per_um2: 251
  power.share.sequential: 0
  p_switching_mw: 0.0404
  p_leak_nw: 0.228
  power_frac_comb: 1.000
  p_int_mw: 0.0772
  clockPowerShare: 0
  ir_drop_mv: 0.0966
  finalPower_mw: 0.118
  p_sw_frac: 0.343
route:
  vias_per_cell: 2.62
  dr_total_vias: 228
  first_iter_violations: 0
  dr.pass1.iters: 1
  drc: 0
  antenna_cells: 0
  avgRoutedWirePerCell_um: 8.05
  routed_wl_um: 700
  ant_nets: 0
min_path:
  min_path_cells: 5
  hold_end: "fallDetected"
  hold_class: "in -> out"
  min_from: "fdSensorValue[5]"
global_route:
  overflow: 0
  antenna_found_initial: 0
  grt_usage: 0.0236
  grt_max_degree: 3
  grt_pass1_wl_um: 1250
  grt_pass1_vias: 278
outcome:
  status: "finished, violations left"
  violations: "negative setup slack"
job:
  maxCapViolations: 0
  warnings: 35
[kinds of logic (layout without fill, tap and decap cells)]
kind of cell	after synthesis	count (layout)
AND-OR/OR-AND	4	4
XOR/XNOR	3	3
adder cells (fa/ha/maj)	4	4
buffers and inverters	5	24
AND/OR/NAND/NOR	6	6
[worst max-delay path by stage]
stage	startpoint	slack (ns)	endpoint	depth (start not counted)
CTS	fdFactoryValue[2]	-0.51	fallDetected	8
global route	fdFactoryValue[2]	-0.52	fallDetected	8
finish	fdFactoryValue[2]	-0.43	fallDetected	8
[area by class of cell]
class | instances | area (um2) | share of cell area
Tap cell | 46 | 57.6 | 0.123
Multi-Input combinational cell | 17 | 186 | 0.397
Timing Repair Buffer | 19 | 194 | 0.413
Inverter | 5 | 31.3 | 0.0667
[metrics by stage]
stage	setup TNS (ns)	hold slack, ns
6_report	-0.430	1.14
5_1_grt	-0.517	1.19
4_1_cts	-0.506	1.22
3_5_place_dp	-1.30	1.66
3_3_place_gp	-1.31	1.63
2_1_floorplan	-0.100	0.639
[worst max-delay path, cell delays in order]
cell and delay (ns):
buf_8 0.11, inv_12 0.04, ha_4 0.18, and3b_1 0.16, a311o_1 0.29, a221oi_2 0.25
o21ai_1 0.11, buf_2 0.13
[layer usage]
layer  vias to the layer above  track usage  share of wire
li1                        114            -              -
met1                        99       0.0310           0.50
met2                        15       0.0345           0.31
met3                         0       0.0136           0.18
met4                         0            0              0
met5                         -            0              0
[repair_timing]
| item | CTS | global route |
|---|---|---|
| setup endpoints to repair | 1 | 1 |
| pin swaps | 5 | 4 |
| gates resized | 23 | 6 |
[power groups by stage]
stage | combinational [mW] | clock (mW) | sequential [mW]
final | 0.118 | 0 | 0
after global routing | 0.132 | 0 | 0
after CTS | 0.120 | 0 | 0
[cell usage in the layout, fill, tap and decap left out, drive strengths merged]
| cell type | synthesis | routed |
|---|---|---|
| dlymetal6s2s | 0 | 5 |
| clkdlybuf4s50 | 0 | 5 |
| inv | 5 | 5 |
| buf | 0 | 5 |
| dlygate4sd2 | 0 | 4 |
| xnor2 | 3 | 3 |
| ha | 3 | 3 |
| nand2b | 2 | 2 |
| nand2 | 1 | 1 |
| and3 | 1 | 1 |
| and3b | 1 | 1 |
| a311o | 1 | 1 |
| nor2b | 1 | 1 |
| maj3 | 1 | 1 |
| a221oi | 1 | 1 |
| a31oi | 1 | 1 |
| o21ai | 1 | 1 |
Power figures rest on the tool's default switching activity, not on a simulated workload.
